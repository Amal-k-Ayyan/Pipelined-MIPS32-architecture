==> design.v <==
module memory_access
 (
    input clk,
    input wire MemtoReg_MEM_in,  
    input wire RegWrite_MEM_in,  
    input wire jump_MEM_in,
    input wire branch_MEM_in, 
    input wire MemWrite,       
    input wire MemRead,        
    input wire [31:0]branch_pc_MEM_in,
    input wire zero_MEM_in,
    input [31:0] address_MEM_in,
    input [31:0] data_MEM_in,
    input wire rd_out_MEM_in,
    output wire MemtoReg_EX_MEM_out,
    output wire RegWrite_MEM_out,
    output wire jump_MEM_out,  
    output reg[31:0] data_MEM_out,
    output [31:0] address_MEM_out,
    output [4:0] rd_out_MEM_out,
    output PCSrc_MEM_out,  
    output wire [31:0]branch_pc_MEM_out
); 
    reg [31:0]data_memory[0:1024];  
    always @ (posedge clk) begin
        if(MemRead)
          data_MEM_out <= data_memory[address_MEM_in];
    end
    always @ (posedge clk) begin
        if(MemWrite)
            data_memory[address_MEM_in] <= data_MEM_in;
    end
    assign jump_MEM_out = jump_MEM_in;
    assign address_MEM_out = address_MEM_in;
    assign PCSrc_MEM_out = branch_MEM_in & zero_MEM_in;
endmodule
==> run.sh <==
#!/bin/bash
# OpenROAD 26Q1-2900-gdf79404cd8, Yosys 0.63+post, stock flow scripts
make -C /OpenROAD-flow-scripts/flow DESIGN_CONFIG=/design/flow/config.mk WORK_HOME=/design/flow/orfs finish
==> config.mk <==
export PLATFORM = sky130hd
export DESIGN_NAME = memory_access
export DESIGN_NICKNAME = memory_access
export VERILOG_FILES = /design/flow/design.v
export SDC_FILE = /design/flow/constraint.sdc
export NUM_CORES = 4
export LEC_CHECK = 1
export CORE_UTILIZATION = 50
export SYNTH_MEMORY_MAX_BITS = 65536
==> constraint.sdc <==
current_design memory_access

set clk_period 107.9
set clk_io_pct 0.2

create_clock -name clk0 -period $clk_period [get_ports {clk}]

set non_clock_inputs [all_inputs -no_clocks]
set_input_delay [expr $clk_period * $clk_io_pct] -clock clk0 $non_clock_inputs
set_output_delay [expr $clk_period * $clk_io_pct] -clock clk0 [all_outputs]
==> run_results.csv <==
group,metric,value,unit
run_status,status,"completed",
final_timing,min_period_over_period,41.2,%
cts,clkLatencyLatePin,1.72,ns
floorplanning,ioPinCount,210,
floorplanning,initCoreUtil,50.1,%
cts,clk_path_buf_depth,6,
yosys,synthArstFlopShare,0,%
placement,port-buffer-count,91,
yosys,post_synth.cell_area_avg,21.2,sq um
worst_hold_path,hp-class,"register to register",
yosys,simple_gate_share,1.18,%
global_route,grt_max_degree,118,
power_and_ir_drop,irDropWorstVdd,20.6,uV
final_timing,hold_viol,0,
global_route,grt_usage,35.0,%
cts,cts_resized,0,
floorplanning,core,2470000,sq um
final_timing,rsz0062_at_grt,"false",
yosys,ys_sh_xor,0,%
final_timing,setup_violations,0,
yosys,mux_area_share,14.1,%
power_and_ir_drop,p_clk_share,41.2,%
route,drt_wl_total,3850000,microns
route,vias,619000,
critical_path,crit_arrival,22.93,ns
yosys,synth.comb.largest_family,"multiplexers",
final_timing,drv_slew,0,
power_and_ir_drop,switching_share,21.7,%
cts,cts_made_buffers,3246,
floorplanning,die_y,1580,microns
placement,gp_congestion,0.945,
critical_path,startpoint_type,"input port",
yosys,synthCells,58400,
power_and_ir_drop,leakage,452,nW
global_route,grt_first_pass_wirelength,5250000,microns
cts,holdBufCountCts,0,
cts,post-cts-setup-buffers,0,
cts,htree_levels,8,
route,drtIter0Drc,45000,
critical_path,cp_max_fo,19,
final_layout,fillers,177000,
cts,cts_tree,"built",
final_timing,worstMarginPinSlew,1.45,ns
critical_path,cp.required,86.32,ns
yosys,ys_seq_share,79.7,%
final_timing,slew-limit-headroom,2.57,%
final_layout,syn_to_final_growth,13.6,%
yosys,ys_sh_adder,0,%
floorplanning,die-width,1580,microns
run,cap_violations,0,
global_route,grt_antenna_before_repair,227,
power_and_ir_drop,p_sw,5.61,mW
power_and_ir_drop,p_total,25.9,mW
yosys,ys_warn_count,40,
route,drc_errors,0,
cts,clk_pin_slew,0.06,ns
yosys,synth-area-yosys,1240000,sq um
route,firstDrtPassIters,8,
final_timing,setup-tns-final,0,ns
route,antenna_left,0,
global_route,grt.overflow.total,0,
final_timing,holdWs,0.585,ns
power_and_ir_drop,combPwrFrac,4.6,%
critical_path,endpoint_kind,"output port",
placement,hpwl,2270000,microns
floorplanning,rows,577,
run,warning_count,116,
final_timing,clock_skew,0.162,ns
yosys,synth-edff-count,32800,
power_and_ir_drop,seq_power_share,54.2,%
final_layout,layout-drive-gt1-share,21.4,%
yosys,ys_types,48,
final_timing,final.min_clock_period,44.51,ns
cts,cts_sinks,32800,
global_route,grt_pass1_vias,659000,
final_timing,fmaxAchievable,22.5,MHz
power_and_ir_drop,power.internal,20.3,mW
floorplanning,die_area,2480000,sq um
route,via_per_inst,6.31,
route,post_drt_wl_per_cell,39.2,microns
yosys,netlist_area,1240000,sq um
critical_path,crit_type,"input port to output port",
yosys,ff_type,"edfxtp_1",
power_and_ir_drop,p_per_area,18.4,nW/um^2
cts,cts_root_buf,"clkbuf_16",
final_layout,final_util,57.0,%
yosys,synth-cells-yosys,58400,
yosys,synth-compound-area-share,3.76,%
yosys,numSynthFlops,32800,
[path summary, 6_finish.rpt]
kind | startpoint | endpoint | slack (ns) | cells past startpoint
hold reg to reg | data_memory[1024][18] | data_MEM_out[18] | 0.58 | 2
hold / removal | data_memory[1024][18] | data_MEM_out[18] | 0.58 | 2
setup reg to reg | data_memory[367][3] | data_MEM_out[3] | 102.84 | 8
setup / recovery | address_MEM_in[4] | address_MEM_out[4] | 63.39 | 3
[critical path: stages]
cell	delay (ns)
clkdlybuf4s50_1	0.50
buf_12	0.30
clkdlybuf4s50_1	0.54
[cells in the final DEF, fill, tap and decap left out, types with 296 or more instances in the layout]
master	instances
a21oi_1	411
mux2i_1	7674
nor2_4	1027
mux4_2	4355
o22ai_1	3837
clkbuf_1	822
diode_2	528
edfxtp_1	32800
nand2_1	296
buf_4	3975
clkinv_1	953
clkbuf_16	3286
nor4_1	787
a22oi_1	1629
a31oi_1	438
clkinv_2	454
[stage by stage]
step	std cells	worst slack [ns]	instance area (sq um)
final	98100	63.39	1410000
after global routing	98000	63.38	1410000
after CTS	97600	63.43	1400000
after detailed placement	91700	63.44	1310000
after global placement	91700	63.45	1310000
after floorplan	58400	64.63	1240000
[Yosys cell counts, drive strengths merged (359+ instances only)]
cell    count  area share, %
a21oi     445           0.18
a22oi    1629           0.99
a31oi     485           0.25
buf      1923           0.77
clkbuf   1640           0.50
edfxtp  32800             80
mux2i    7674            6.2
mux4     4355            7.9
nand2     359           0.11
nor2     1080           0.33
nor4      899           0.45
o22ai    3837            1.9
[metal layers]
metal / vias up / global-route usage (%) / wire [microns]
met5: - / 5.62 / 17500
met4: 328 / 15.0 / 232000
met3: 7399 / 32.3 / 841000
met2: 46800 / 46.2 / 1700000
met1: 310000 / 39.6 / 1060000
li1: 255000 / - / -
[layout make-up]
class / instances / area [sq um] / share of cell area (%)
multi-input combinational: 22000 / 246000 / 17.5
tap: 32700 / 40900 / 2.91
clock buffer: 4108 / 85300 / 6.07
clock inverter: 1768 / 13800 / 0.981
antenna: 528 / 1320 / 0.0940
timing repair buffer: 4161 / 32800 / 2.33
sequential: 32800 / 986000 / 70.1
inverter: 2 / 7.51 / 0.000534
[power by group through the flow]
stage,clock (mW),sequential (mW),combinational [mW]
4_1_cts,10.8,14.0,1.18
6_report,10.7,14.0,1.20
5_1_grt,11.3,14.0,1.25
[state kept, by name (all words and copies together), names as in the netlist]
register,cells
data_MEM_out,32
data_memory,32800
[logic make-up (layout without fill, tap and decap cells)]
group                  Yosys count  in the layout
AOI/OAI and AO/OA             6976           6976
buffers and inverters         3565          10000
DFF                          32800          32800
muxes                        12000          12000
other                            1            567
and+or+nand+nor               2961           2961
Power and IR drop assume default switching activity.
