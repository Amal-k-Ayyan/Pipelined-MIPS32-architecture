`/design/flow/design.v`:
```
module control_unit
(
    input [5:0] opcode,
    output reg [1:0] aluOp,
    output reg regDst,
    output reg jump,
    output reg branch,
    output reg memtoReg, 
    output reg memWrite, 
    output reg aluSrc,
    output reg regWrite,
    output reg memRead
    );
    reg [9:0] flags;
    localparam loadWord = 6'b100011,
               storeWord = 6'b101011,
               beq = 6'b000100,
               rI = 6'b000000,
               jumpImm = 6'b000010,
               addi = 6'b001000;
    always @ (*)
        begin
        {jump, aluOp, memWrite, regWrite, regDst, aluSrc, memtoReg, branch, memRead} = flags;
        end
    always @ (*)
        begin
        case (opcode)
            loadWord      : flags = 10'b0_0001_01101;
            storeWord     : flags = 10'b0_0010_01100;
            rI            : flags = 10'b0_1001_10000;
            addi          : flags = 10'b0_0001_01000;
            beq           : flags = 10'b0_0100_00010;
            jumpImm       : flags = 10'b1_0000_00000;
            default       : flags = 10'b0_0000_00000;
            endcase
        end
endmodule
module decoder 
( 
  input wire clk,
  input Mux_enable_ID,
  input RegWrite,
  input wire [31:0] NPC_ID_in,
  input wire [31:0] instruction,
  input wire [31:0]wrData,
  input wire[4:0] rd,   
  output wire [31:0] NPC_ID_out,
  output wire [31:0]a,  
  output wire [31:0]b,  
  output wire [31:0] signed_offset,
  output wire [4:0] rd1,  
  output wire [4:0] rd2,  
  output wire [1:0] aluOp,
  output wire regDst,
  output wire jump_ID_out,
  output wire branch,
  output wire memtoReg, 
  output wire memWrite, 
  output wire aluSrc,
  output wire regWrite,
  output wire memRead,
   output [4:0] rs, rt
);
  wire [5:0] w_opcode;
  wire [15:0] immediate;
  assign w_opcode = instruction[31:26];
  assign rs = instruction[25:21];
  assign rt = instruction[20:16];
  assign rd1 = instruction[15:11]; 
  assign rd2 = instruction[20:16];  
  assign immediate = instruction[15:0];  
  assign NPC_ID_out = NPC_ID_in;
  wire [1:0] w_aluOp;
  wire w_regDst,
   w_jump_ID_out, 
   w_branch,
    w_memtoReg,
     w_memWrite, 
     w_aluSrc,
      w_RegWrite,
       w_memRead;
control_unit cont
(
    .opcode(w_opcode),
    .regDst(w_regDst),
    .aluOp(w_aluOp),
    .jump(w_jump_ID_out),
    .branch(w_branch),
    .memtoReg(w_memtoReg), 
    .memWrite(w_memWrite), 
    .aluSrc(w_aluSrc),
    .regWrite(w_regWrite),
    .memRead(w_memRead)
    );
wire [9:0] control_bus_in, control_bus_out;
assign control_bus_in = {w_regDst, w_aluOp, w_jump_ID_out, w_branch,w_memtoReg, w_memWrite, w_aluSrc, w_RegWrite,w_memRead};
mux_ID t0
(
    .Mux_enable_ID(Mux_enable_ID),
    .control_in(control_bus_in),
    .control_out(control_bus_out)
);
assign {regDst, aluOp, jump_ID_out, branch,memtoReg, memWrite, aluSrc, RegWrite, memRead} = control_bus_out;
  register_file reg_file
(
    .clk(clk), 
    .wr_en(RegWrite), 
    .wrData(wrData), 
    .src1(rs),  
    .src2(rt),  
    .dest(rd),  
    .rdData1(a),
    .rdData2(b)
 );
  sign_extender extender
(
    .offset(immediate),
    .signed_offset(signed_offset)
  );
endmodule
module mux_ID
(
    input Mux_enable_ID,
    input [9:0] control_in,
    output reg [9:0] control_out
);
supply0 gnd;
always @(*)
begin
    if (Mux_enable_ID)
        control_out <= gnd;
    else
        control_out <= control_in;
end
endmodule
module register_file
(
 input wire clk, 
 input wire wr_en, 
 input [31:0]wrData, 
 input [4:0]src1,  
 input [4:0]src2,  
 input [4:0]dest,  
 output reg [31:0]rdData1,
 output reg [31:0]rdData2
 );
reg [31:0] R0, R1, R2, R3, R4, R5, R6, R7, R8, R9, R10, R11, R12, R13, R14, R15;
reg [31:0] R16, R17, R18, R19, R20, R21, R22, R23 ,R24, R25, R26, R27, R28, R29, R30, R31;
always @(*)
    begin
        case (src1)
            0: rdData1 = R0;
            1: rdData1 = R1;
            2: rdData1 = R2;
            3: rdData1 = R3;
            4: rdData1 = R4;
            5: rdData1 = R5;
            6: rdData1 = R6;
            7: rdData1 = R7;
            8: rdData1 = R8;
            9: rdData1 = R9;
            10: rdData1 = R10;
            11: rdData1 = R11;
            12: rdData1 = R12;
            13: rdData1 = R13;
            14: rdData1 = R14;
            15: rdData1 = R15;
            16: rdData1 = R16;
            17: rdData1 = R17;
            18: rdData1 = R18;
            19: rdData1 = R19;
            20: rdData1 = R20;
            21: rdData1 = R21;
            22: rdData1 = R22;
            23: rdData1 = R23;
            24: rdData1 = R24;
            25: rdData1 = R25;
            26: rdData1 = R26;
            27: rdData1 = R27;
            28: rdData1 = R28;
            29: rdData1 = R29;
            30: rdData1 = R30;
            31: rdData1 = R31;
            default: rdData1 = 1;
        endcase
    end
    always @(*)
    begin
        case (src2)
           0: rdData2 = R0;
            1: rdData2 = R1;
            2: rdData2 = R2;
            3: rdData2 = R3;
            4: rdData2 = R4;
            5: rdData2 = R5;
            6: rdData2 = R6;
            7: rdData2 = R7;
            8: rdData2 = R8;
            9: rdData2 = R9;
            10: rdData2 = R10;
            11: rdData2 = R11;
            12: rdData2 = R12;
            13: rdData2 = R13;
            14: rdData2 = R14;
            15: rdData2 = R15;
            16: rdData2 = R16;
            17: rdData2 = R17;
            18: rdData2 = R18;
            19: rdData2 = R19;
            20: rdData2 = R20;
            21: rdData2 = R21;
            22: rdData2 = R22;
            23: rdData2 = R23;
            24: rdData2 = R24;
            25: rdData2 = R25;
            26: rdData2 = R26;
            27: rdData2 = R27;
            28: rdData2 = R28;
            29: rdData2 = R29;
            30: rdData2 = R30;
            31: rdData2 = R31;
            default: rdData2 = 1;
        endcase
    end
always @(posedge clk)
    begin
        if (wr_en)
            case (dest)
                0: R0 <= wrData;
                1: R1 <= wrData;
                2: R2 <= wrData;
                3: R3 <= wrData;
                4: R4 <= wrData;
                5: R5 <= wrData;
                6: R6 <= wrData;
                7: R7 <= wrData;
                0: R0 <= wrData;
                11: R11 <= wrData;
                12: R12 <= wrData;
                13: R13 <= wrData;
                14: R14 <= wrData;
                15: R15 <= wrData;
                16: R16 <= wrData;
                17: R17 <= wrData;
                20: R20 <= wrData;
                21: R21 <= wrData;
                22: R22 <= wrData;
                23: R23 <= wrData;
                24: R24 <= wrData;
                25: R25 <= wrData;
                26: R26 <= wrData;
                27: R27 <= wrData;
                28: R28 <= wrData;
                29: R29 <= wrData;
                30: R30 <= wrData;
                31: R31 <= wrData;
            endcase
    end
endmodule
module sign_extender
(
  input wire [15:0]offset,
  output wire [31:0]signed_offset
  );
  reg [31:0] extended;
always @(offset) begin
  extended[15:0] = offset[15:0];
  extended[31:16] = {16{offset[15]}};
    end
  assign signed_offset = extended;
endmodule
```
`/design/flow/run.sh`:
```
#!/bin/bash
# OpenROAD 26Q1-2900-gdf79404cd8, Yosys 0.63+post, stock flow scripts
make -C /OpenROAD-flow-scripts/flow DESIGN_CONFIG=/design/flow/config.mk WORK_HOME=/design/flow/orfs finish
```
`/design/flow/config.mk`:
```
export PLATFORM = sky130hd
export DESIGN_NAME = decoder
export DESIGN_NICKNAME = decoder
export VERILOG_FILES = /design/flow/design.v
export SDC_FILE = /design/flow/constraint.sdc
export NUM_CORES = 4
export LEC_CHECK = 1
export CORE_AREA = 10 10 109 109
export DIE_AREA = 0 0 119 119
```
`/design/flow/constraint.sdc`:
```
current_design decoder

set clk_period 1.9
set clk_io_pct 0.2

create_clock -name clk0 -period $clk_period [get_ports {clk}]

set non_clock_inputs [all_inputs -no_clocks]
set_input_delay [expr $clk_period * $clk_io_pct] -clock clk0 $non_clock_inputs
set_output_delay [expr $clk_period * $clk_io_pct] -clock clk0 [all_outputs]
```
==> run notes <==
yosys + openroad results -> area of the synthesized netlist per yosys stat=0.001245 mm², area share of the leading cell type in the synthesized netlist=91.66%, cell count listed in synth_stat.txt=168, Synth Warn #=5, tally of unique sky130hd cells used after synthesis=12, Top area cell types=buf_4 92%, or3_4 1.8%, nor3_1 1.2%, run status=did not finish, Run Error=ERROR: Found 1 problems in 'check -assert'., last stage reached=synthesis (1_2_yosys), cell taking the most area after synthesis=buf_4, register area share after synthesis=0%
==> cells by family after synthesis <==
group | Yosys count | share of synthesized area (%)
AND/OR/NAND/NOR | 12 | 7.035
AND-OR/OR-AND | 1 | 0.4016
buffers and inverters | 154 | 92.26
other | 1 | 0.3012
==> cell usage after synthesis <==
cell type and instances:
or3_4 2, nand3_1 1, or4b_1 1, nor4b_2 1
nor3_1 3, conb_1 1, a21oi_1 1, nand2b_1 1
nor2_1 2, buf_4 152, nor4_1 1, inv_1 2
