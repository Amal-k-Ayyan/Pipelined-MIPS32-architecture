[config.mk]
export PLATFORM = sky130hd
export DESIGN_NAME = execute
export DESIGN_NICKNAME = execute
export VERILOG_FILES = /design/flow/design.v
export SDC_FILE = /design/flow/constraint.sdc
export NUM_CORES = 4
export LEC_CHECK = 1
export CORE_AREA = 10 10 139 139
export DIE_AREA = 0 0 149 149
[constraint.sdc]
current_design execute

set clk_period 10.2
set clk_io_pct 0.2

create_clock -name clk0 -period $clk_period

set non_clock_inputs [all_inputs -no_clocks]
set_input_delay [expr $clk_period * $clk_io_pct] -clock clk0 $non_clock_inputs
set_output_delay [expr $clk_period * $clk_io_pct] -clock clk0 [all_outputs]
[design.v]
module adder 
(
  	input [31:0]src1,
    input [31:0]src2,
    output reg[31:0]adder_out
);
always @(src1 or src2) begin
    adder_out = src1 + src2;
end
endmodule
module alu
 (input [31:0] op1,
  input [31:0] op2,
  input [2:0] alu_funct,
  output carry,
  output zero,
  output [31:0]out
  );
  reg [32:0] outputWire;
 assign zero = ~|(out);  
 assign {carry, out[31:0]} = outputWire[32:0];
 localparam ADD = 0;
 localparam SUB = 1;
 localparam MUL = 2;
 localparam DIV = 3;
 localparam AND = 4;
 localparam OR  = 5;
 localparam NOR = 6;
 localparam XOR = 7;
 always @(*)
    begin
        case(alu_funct)
            ADD: outputWire = op1 + op2;
            SUB: outputWire = op1 - op2;
            MUL: outputWire = op1 * op2;
            AND: outputWire = op1 & op2;
            OR : outputWire = op1 | op2;
            NOR: outputWire = ~(op1 | op2);
            XOR: outputWire = op1 ^ op2;
            default: outputWire = 0;
        endcase
    end
endmodule
module alu_control(
    input [5:0] funct,
    input [1:0] aluOp,
    output reg [2:0] aluControlOutput
    );
    localparam add   = 6'b100000,
               sub   = 6'b100010,
               mult  = 6'b011000,
               div   = 6'b011010,
               andOp = 6'b100100,
               orOp  = 6'b100101,
               norOp = 6'b100111,
               xorOp = 6'b100110,
               sll   = 6'b000000,
               srl   = 6'b000001;
    always @ (*)
        begin
        case (aluOp)
            2'b00: aluControlOutput = 3'b000;  
            2'b01: aluControlOutput = 3'b001;  
            2'b10: begin
                   case (funct)
                        add   : aluControlOutput = 3'b000;
                        sub   : aluControlOutput = 3'b001;
                        mult  : aluControlOutput = 3'b010;
                        div   : aluControlOutput = 3'b011;
                        andOp : aluControlOutput = 3'b100;
                        orOp  : aluControlOutput = 3'b101;
                        norOp : aluControlOutput = 3'b110;
                        xorOp : aluControlOutput = 3'b111;
                        default : aluControlOutput = 3'b000;
                        endcase
                   end
             default: aluControlOutput = 3'b000;
            endcase
        end
endmodule
module execute 
(
    input clk,
    input wire MemtoReg_EX_in,  
    input wire RegWrite_EX_in,  
    input wire jump_EX_in,            
    input wire branch_EX_in,  
    input wire MemWrite_EX_in,        
    input wire MemRead_EX_in,         
    input ALUSrc,
    input RegDst,
    input ALUOp,
    input [31:0]NPC_in,
    input [31:0]a_EX_in,
    input [31:0]b_EX_in,
    input [31:0]signed_offset,
  input [4:0] rs_ID_EX_in,  
  input [4:0] rt_ID_EX_in,  
    input [4:0] rd1_EX_in,
    input [4:0] rd2_EX_in,
    input [31:0] wb_out_EX_in,
    input [31:0] address_MEM_out_EX_in,
    input [1:0] forwardAE, forwardBE,
    output wire MemtoReg_EX_out,  
    output wire RegWrite_EX_out,  
    output wire jump_EX_out,            
    output wire branch_EX_out,  
    output wire MemWrite_EX_out,        
    output wire MemRead_EX_out,         
    output [31:0]branch_pc_EX_out,
    output zero_EX_out,
    output [31:0]alu_out,
    output [31:0]b_out,
    output [4:0] rs_ID_EX_out,  
    output [4:0] rt_ID_EX_out,  
    output [4:0] rd_EX_out
);
assign MemtoReg_EX_out = MemtoReg_EX_in;
assign RegWrite_EX_out = RegWrite_EX_in;
assign branch_EX_out = branch_EX_in;
assign MemWrite_EX_out = MemWrite_EX_in;
assign MemRead_EX_out = MemRead_EX_in;
wire [31:0] word_offset;
wire [5:0] funct_in;  
wire [5:0] funct_out;
assign funct_in = signed_offset[5:0];
left_2_shift shifter2
(
    .in(signed_offset),
    .out(word_offset)
);
adder branch_adder
(
    .src1(NPC_in),
    .src2(word_offset),
    .adder_out(branch_pc_EX_out)
);
supply0 gnd;
wire [31:0]mux2_out;
 mux_4to1_32bit mux2
(
  .sel(forwardAE),
  .i0(a_EX_in),
  .i1(wb_out_EX_in),
  .i2(address_MEM_out_EX_in),
  .i3(gnd),
  .out(mux2_out)
);
wire [31:0]mux3_out;
mux_4to1_32bit mux3
(
  .sel(forwardBE),
  .i0(b_EX_in),
  .i1(wb_out_EX_in),
  .i2(address_MEM_out_EX_in),
  .i3(gnd),
  .out(mux3_out)
);
wire [31:0]mux4_out;
mux_2to1_32bit mux4
(
    .select(ALUSrc),
    .in0(mux3_out),
    .in1(signed_offset),
    .out(mux4_out)
);
alu_control alu_controller 
(
    .funct(funct_in),
    .aluOp(ALUOp),
    .aluControlOutput(funct_out)  
);
alu ALU1
 (  .op1(mux2_out),
    .op2(mux4_out),
    .alu_funct(alu_funct),
    .zero(zero_EX_out),
    .out(alu_out)
  );
mux_2to1_32bit mux5
(
    .select(RegDst),
    .in0(rd1_EX_in),
    .in1(rd2_EX_in),
    .out(rd_EX_out)
);
endmodule
module mux_2to1_32bit
(
    input select,
    input [31:0]in0,
    input [31:0]in1,
    output [31:0]out
);
  assign out = (select) ? in1: in0;
endmodule
module mux_4to1_32bit
(
  input [1:0] sel,
  input  i0,i1,i2,i3,
  output reg out
);
  always @(*) begin
    case(sel)
      2'h0: out = i0;
      2'h1: out = i1;
      2'h2: out = i2;
      2'h3: out = i3;
      default: out = 0;
    endcase
  end
endmodule
module left_2_shift(
    input [25:0]in,
    output [31:0]out
);
reg [31:0]shifted;
always @(in) begin
    shifted = in << 2;
end
assign out = shifted;
endmodule
[run.sh]
#!/bin/bash
# OpenROAD 26Q1-2900-gdf79404cd8, Yosys 0.63+post, stock flow scripts
make -C /OpenROAD-flow-scripts/flow DESIGN_CONFIG=/design/flow/config.mk WORK_HOME=/design/flow/orfs finish
==> flow_metrics.py <==
# Synthesis and PnR figures
metrics = {
    "run_status": {
        "status": "finished clean",
    },
    "worst_setup_path": {
        "critPathLaunchType": "input port",
        "startpoint": "signed_offset[0]",
        "critPathMaxFanout": 4,
        "cp_data_required_time_ps": 8160,
        "crit_path_end_kind": "primary output",
        "path_class": "input port to primary output",
        "cp.arrival_ps": 5330,
    },
    "placement": {
        "port_buffers": 102,
        "placed_cell_area_sq_mm": 0.00327,
        "gp_congestion": 0.903,
        "dp_slack_ps": 2910,
        "dp_hpwl_microns": 8390,
    },
    "sta": {
        "hold_viol_final": 0,
        "period_minus_slack_ps": 7370,
        "fin_crit_sh": 0.722,
        "setup_viol": 0,
        "slew_violations": 0,
        "max_clock_freq_ghz": 0.136,
        "max_slew_margin": 0.577,
        "rsz0062_at_grt": "false",
        "fin_setup_tns_ps": 0,
        "timing.final.ws_setup_ps": 2830,
        "tightest_slew_ps": 630,
    },
    "yosys": {
        "ys_sh_adder": 0.148,
        "yosys_cells": 330,
        "syn_area_sq_mm": 0.00233,
        "synth_seq_share": 0,
        "aoi_share": 0.252,
        "ys_chip_area_sq_mm": 0.00233,
        "synth-xor-area-share": 0.0865,
        "synthMuxAreaShare": 0.0328,
        "ys_types": 50,
        "top_logic_kind": "buffers and inverters",
        "yosysWarnings": 65,
        "synth_cells": 330,
        "simple_gate_area_frac": 0.190,
        "synth_area_per_cell_sq_um": 7.06,
    },
    "pwr": {
        "power.density_cell_area_mw_per_mm2": 56.8,
        "vdd_drop_max_v": 0.0000128,
        "leakagePower_nw": 1.35,
        "finalPower_uw": 186,
    },
    "grt": {
        "antenna_found_initial": 3,
        "grt_max_degree": 13,
        "grt_pass1_wl_microns": 13500,
        "grt.overflow.total": 0,
        "grt_pass1_vias": 2517,
        "grt_use_total": 0.0759,
    },
    "min_path": {
        "hold_class": "input port to primary output",
        "whs_path_depth": 0,
        "whs_endpoint": "MemRead_EX_out",
        "hp-start": "MemRead_EX_in",
    },
    "job": {
        "cap_violations": 0,
        "warnings": 184,
    },
    "finish": {
        "drive_above_1_share": 0.0333,
        "final_cell_area_sq_mm": 0.00327,
        "flops": 0,
        "seq_area_sq_um": 0,
        "mostFrequentLayoutCell": "clkdlybuf4s50_1",
        "n_fill_cell": 1895,
        "syn_to_final_growth_pct": 40.5,
        "clkbuf_count": 0,
        "most-common-layout-cells": "clkdlybuf4s50_1 (102), conb_1 (76), a21oi_1 (32)",
    },
    "route": {
        "wirelength_microns": 9060,
        "viasPerCell": 3.67,
        "drc": 0,
        "first_pass_iters": 4,
        "drt_iter0_markers": 51,
        "ant_nets": 0,
        "avgRoutedWirePerCell_microns": 14.1,
        "vias": 2353,
    },
    "die": {
        "die_x_microns": 149,
        "core_sq_mm": 0.0165,
        "die_area_sq_mm": 0.0222,
        "io_pins": 344,
        "initCoreUtil": 0.141,
        "fp-row-count": 47,
        "die_h_microns": 149,
    },
    "clocking": {
        "ctsResizeCount": 0,
        "cts_hold_buf": 0,
        "cts_setup_buffers": 0,
    },
}
==> kinds of logic after synthesis <==
family / after synthesis
muxes: 7
AOI/OAI and AO/OA: 89
other: 2
and+or+nand+nor: 87
adders and majority gates: 27
buffers and inverters: 95
xor gates and xnor gates: 23
==> worst max path at each step <==
stage | endpoint | slack (ps) | depth (start not counted)
CTS | branch_pc_EX_out[20] | 2880 | 11
global route | branch_pc_EX_out[20] | 2580 | 11
finish | branch_pc_EX_out[20] | 2830 | 11
==> per-layer routing <==
| metal | vias up | GRT usage | wire (microns) |
|---|---|---|---|
| li1 | 1207 | - | - |
| met1 | 1031 | 0.0971 | 4070 |
| met2 | 105 | 0.123 | 4130 |
| met3 | 8 | 0.0293 | 760 |
| met4 | 2 | 0.00638 | 89 |
| met5 | - | 0 | 13 |
==> synth_stat cells (all sizes together), types with 3 or more instances <==
master | number | area, sq um
nor3 | 7 | 40.0
a21oi | 33 | 169
o21ai | 17 | 85.1
mux2 | 5 | 56.3
ha | 26 | 325
buf | 84 | 628
nand4 | 6 | 43.8
a211oi | 7 | 57.6
a21boi | 3 | 22.5
inv | 9 | 33.8
nor4 | 3 | 18.8
nor3b | 3 | 22.5
a21o | 6 | 45.0
nand2 | 29 | 109
xnor2 | 15 | 131
nand3 | 6 | 30.0
o211ai | 8 | 60.1
nor2 | 18 | 67.6
xor2 | 8 | 70.1
==> critical path, stage by stage <==
cell	delay, ps
clkdlybuf4s50_1	490
ha_1	190
inv_1	60
fa_1	390
nand2b_1	180
a21oi_1	360
o21ai_0	270
a211oi_1	480
nor4_1	90
nor3_1	230
clkdlybuf4s50_1	560
==> area by class of cell <==
class	instances	area (sq um)	share of cell area
Timing Repair Buffer	102	1020	0.312
Multi-Input combinational cell	309	1940	0.592
Inverter	9	33.8	0.0103
Antenna cell	2	5.00	0.00153
Tap cell	220	275	0.0841
==> metrics by stage <==
stage,hold slack [ps],util,cells
2_1_floorplan,4110,-,404
3_3_place_gp,4080,0.198,640
3_5_place_dp,4080,0.198,640
4_1_cts,4080,0.198,640
5_1_grt,4080,0.198,640
6_report,4080,0.199,642
==> power breakdown <==
part	internal, mW	switching (mW)	total [mW]	leakage, nW
Clock	0.0000000262	0	0.0000000262	0.0000127
Sequential	0	0	0	0
Combinational	0.107	0.0790	0.186	1.35
Power and IR drop assume default switching activity.
